File: flow/run.sh
#!/bin/bash
# OpenROAD 26Q1-2900-gdf79404cd8, Yosys 0.63+post, stock flow scripts
make -C /OpenROAD-flow-scripts/flow DESIGN_CONFIG=/design/flow/config.mk WORK_HOME=/design/flow/orfs finish
File: flow/config.mk
export PLATFORM = sky130hd
export DESIGN_NAME = array_multiplier_pipeline
export DESIGN_NICKNAME = array_multiplier_pipeline
export VERILOG_FILES = /design/flow/design.v
export SDC_FILE = /design/flow/constraint.sdc
export NUM_CORES = 4
export LEC_CHECK = 1
export CORE_UTILIZATION = 30
File: flow/constraint.sdc
current_design array_multiplier_pipeline

set clk_period 3.4
set clk_io_pct 0.2

create_clock -name clk0 -period $clk_period [get_ports {clk}]

set non_clock_inputs [all_inputs -no_clocks]
set_input_delay [expr $clk_period * $clk_io_pct] -clock clk0 $non_clock_inputs
set_output_delay [expr $clk_period * $clk_io_pct] -clock clk0 [all_outputs]
File: flow/design.v
module array_multiplier_pipeline(clk, a, b, y);
parameter width = 8;
input clk;
input [width-1:0] a, b;
output [width-1:0] y;
reg [width-1:0] a_pipeline [0:width-2];
reg [width-1:0] b_pipeline [0:width-2];
reg [width-1:0] partials [0:width-1];
integer i;
always @(posedge clk) begin
    a_pipeline[0] <= a;
    b_pipeline[0] <= b;
    for (i = 1; i < width-1; i = i+1) begin
        a_pipeline[i] <= a_pipeline[i-1];
        b_pipeline[i] <= b_pipeline[i-1];
    end
    partials[0] <= a[0] ? b : 0;
    for (i = 1; i < width; i = i+1)
        partials[i] <= (a_pipeline[i-1][i] ? b_pipeline[i-1] << i : 0) +
                partials[i-1];
end
assign y = partials[width-1];
endmodule
==> results_dict.tcl <==
# metrics dict for downstream scripts
set metrics [dict create \
    outcome "finished clean" \
    cts_sinks 120 \
    antenna_cells 0 \
    yosys_cells 250 \
    place_congestion 0.7700 \
    flop_cell "dfxtp_1" \
    crit_arrival_ns 2.17 \
    worst-path-max-fanout 7 \
    final_cells 446 \
    area.growth.synth_to_final_pct 29.48 \
    clk_pin_slew_ns 0.05 \
    syn_avg_cell_area_um2 13.60 \
    flop_area_mm2 0.002402 \
    min_from "a_pipeline[1][7]" \
    post_cts_buffers 0 \
    post-dp-hpwl_um 2544 \
    period_minus_slack_ns 1.858 \
    clock_path_buffers 2 \
    rsz0062_at_grt "no" \
    crit_start "a_pipeline[0][1]" \
    synth_area_mm2 0.003400 \
    cts-htree-levels 4 \
    setup_viol 0 \
    synth_top_cell_by_count "dfxtp_1" \
    end_kind "flop" \
    ys_seq_share_pct 70.67 \
    grt_max_degree 17 \
    slew_headroom_pct 79.68 \
    leakage_nw 1.907 \
    dieWidth_um 108.5 \
    ys_ff 120 \
    hold_depth 0 \
    routedWlPerCell_um 8.540 \
    grtUsageTotal_pct 7.426 \
    drt-total-wl_um 3809 \
    dpl.cell_count 414 \
    fp-utilization_pct 31.09 \
    netlist_top_cells_area "dfxtp_1 (71%), ha_1 (7.4%), xnor2_1 (4.9%)" \
    postCtsHoldBufs 0 \
    max-cap-violations 0 \
    syn_inst 250 \
    hp-class "flop to flop" \
    path_class "flop to flop" \
    layout_setup_ws_ns 1.542 \
    regToRegSetupSlack_ns 1.54 \
    cp.required_ns 3.71 \
    grt_pass1_wl_um 6782 \
    grt_overflow 0 \
    fp.coreArea_mm2 0.01094 \
    max_freq_ghz 0.5383 \
    fill_cells 1002 \
    pre_cts_slack_ns 1.561 \
    clk_latency_ns 0.40 \
    first_iter_violations 19 \
    fin_skew_ns 0.007784 \
    finalClockPeriodUsage_pct 54.64 \
    worst_r2r_path_depth 8 \
    setup_tns_ns 0 \
    vias 1729 \
    warnings 25 \
    ctsRootBufferMaster "clkbuf_16" \
    antenna_found_initial 0 \
    reg2reg_from "a_pipeline[0][1]" \
    peakVddDrop_uv 495.3 \
    finalHoldViolCount 0 \
    cts_buffers 17 \
    drive_gt1_share_pct 11.11 \
    dieArea_mm2 0.01176 \
    grt_pass1_vias 1719 \
    port_buffers 24 \
    top_area_cell "dfxtp_1" \
    synth_cell_types 21 \
    ant_nets 0 \
    ioPinCount 25 \
    ys_area_mm2 0.003400 \
    worst_slew_pin_slew_ns 0.3011 \
    finalMaxSlewViolations 0 \
    p_per_area_mw_per_mm2 854.6 \
    ctsResizeCount 0 \
    cp-start-kind "flop" \
    cts_tree "built" \
    logic_area_um2 937.1 \
    top_cell_area_share_pct 70.67 \
    viasPerCell 3.877 \
    rows 38 \
    firstDrtPassIters 4 \
    synthTopCellsByCount "dfxtp_1 (120), and2_1 (25), ha_1 (20)" \
    synth-edff-count 0 \
    drc_errors 0 \
    ys.warnings.count 4 \
    die_height_um 108.5 \
    finalPower_mw 3.762 \
    async_reset_ff_share_pct 0 \
]
==> metrics by stage <==
step,cell area [µm²],hold slack (ns),util (%)
3_3_place_gp,3815,0.3112,34.89
3_5_place_dp,3815,0.3121,34.89
2_1_floorplan,3400,0.3096,-
4_1_cts,4402,0.3216,40.25
5_1_grt,4402,0.3221,40.25
6_report,4402,0.3157,40.25
==> layout make-up <==
class / instances / share of cell area (%)
timing repair buffer: 24 / 5.458
clock inverter: 14 / 3.354
multi-input combinational: 114 / 21.29
sequential: 120 / 54.58
inverter: 16 / 1.364
tap: 140 / 3.980
clock buffer: 18 / 9.977
==> sequential cells by signal, indices dropped and copies added, names as in the netlist <==
| register | cells |
|---|---|
| partials | 64 |
| a_pipeline | 28 |
| b_pipeline | 28 |
==> worst max-delay path, stage by stage (launching register included) <==
cell and delay [ns]:
dfxtp_1 0.40, and2_1 0.15, ha_1 0.19, inv_1 0.07, fa_1 0.44, nor2b_4 0.14, o31a_2 0.14, nor3_1 0.05
o31ai_1 0.20
==> layer usage <==
metal,share of wire (%),global-route usage (%),vias to the layer above
met3,5.3,2.699,15
met5,0,0,-
met1,43,8.696,781
li1,-,-,900
met4,3.1,2.510,0
met2,49,12.66,33
==> logic make-up (layout without fill, tap and decap cells) <==
kind of cell	Yosys count	after routing	share of synthesized area [%]
xor gates and xnor gates	21	21	5.410
adders and majority gates	25	25	10.31
AOI/OAI and AO/OA	27	27	5.116
DFF	120	120	70.67
and+or+nand+nor	41	41	6.735
buffers and inverters	16	72	1.767
==> cell usage in the layout, fill, tap and decap left out, types with 2 or more instances in the layout <==
master and instances:
xnor2_1 19, a211oi_1 2, dfxtp_1 120, a21oi_1 10, clkinv_2 3, clkbuf_16 17
o21bai_1 2, fa_1 5, a21o_1 6, ha_1 20, bufinv_16 2, clkdlybuf4s50_1 24
and2_1 25, inv_6 4, o21ai_0 3, inv_1 16, nand2_1 11, clkinvlp_4 5
xor2_1 2, nor2_1 2
==> power by group <==
part	switching, mW	total, mW	leakage (nW)	internal (mW)
Sequential	0.0679	1.72	1.01	1.65
Combinational	0.125	0.335	0.620	0.210
Clock	0.610	1.71	0.276	1.10
==> final timing paths <==
kind	to
hold / removal	a_pipeline[2][7]
hold reg to reg	a_pipeline[2][7]
setup / recovery	partials[1][7]
setup reg to reg	partials[1][7]
Power and IR drop assume default switching activity.
