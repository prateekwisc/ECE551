### flow/design.v
module booth_mul(M,Q,Cout);
input [15:0] M,Q;
output [31:0] Cout;
reg[31:0] Cout,rM;
reg[14:0] n;
reg[15:0] rQ;
reg C;
always @(M or Q)
   begin
       {rQ,C}={Q,1'b0};
        rM={4'b0000,M};
        Cout=8'b0;
  for(n=0;n<3'b101;n=n+1)
       begin
          case({rQ[0],C})
              2'b10: Cout=Cout-rM;
              2'b01: Cout=Cout+rM;
              default: Cout=Cout;
      endcase
            {rQ,C}={rQ,C}>>1;
            rM=rM<<1;
        end
    end
endmodule
### flow/run.sh
#!/bin/bash
# OpenROAD 26Q1-2900-gdf79404cd8, Yosys 0.63+post, stock flow scripts
make -C /OpenROAD-flow-scripts/flow DESIGN_CONFIG=/design/flow/config.mk WORK_HOME=/design/flow/orfs finish
### flow/config.mk
export PLATFORM = sky130hd
export DESIGN_NAME = booth_mul
export DESIGN_NICKNAME = booth_mul
export VERILOG_FILES = /design/flow/design.v
export SDC_FILE = /design/flow/constraint.sdc
export NUM_CORES = 4
export LEC_CHECK = 1
export CORE_UTILIZATION = 50
### flow/constraint.sdc
current_design booth_mul

set clk_period 30.2
set clk_io_pct 0.2

create_clock -name clk0 -period $clk_period

set non_clock_inputs [all_inputs -no_clocks]
set_input_delay [expr $clk_period * $clk_io_pct] -clock clk0 $non_clock_inputs
set_output_delay [expr $clk_period * $clk_io_pct] -clock clk0 [all_outputs]
==> deck_impl_summary.md <==
Physical Implementation Snapshot

Status
  – Status: complete, no violations

Placement
  – RePlAce Congestion: 0.922
  – HPWL Detailed: 19,300 µm
  – Buffers on Ports: 53

Synthesis
  – Yosys simple share: 25.3%
  – Synth Area in Compound Gates: 29.3%
  – Mux area share: 7.02%
  – Main logic family: AND-OR/OR-AND gates
  – Register share after synthesis: 0%
  – Synth warnings: 1
  – Cell area after synthesis: 8750 µm²
  – Ys cells: 1,267
  – Post-Synthesis Cells: 1,267
  – Avg Cell Area, Syn: 6.91 µm²
  – Chip Area, Yosys: 8750 µm²
  – Adder Share, Synth: 18.1%
  – Yosys xor share: 15.2%
  – Post-synth cell types: 85

Global route
  – Number of global-route vias before repair: 7,612
  – Largest net degree at the start of global routing: 56
  – Overall global routing resource usage: 27.1%
  – GRT Residual Overflow: 0
  – First-pass GRT wire length: 39,400 µm
  – Initial antenna violation count: 1

Run
  – Stage-log warning count: 46
  – Max_cap viols: 0

Layout
  – Fillers: 1,743
  – Flops: 0
  – # clk buffers: 0
  – Layout cells sized above 1: 7.19%
  – P&R area growth vs syn: 7.04%
  – Storage cell area: 0 µm²
  – Final core utilization: 54.5%

Final timing
  – Max Freq: 0.0430 GHz
  – Fin. Hold Viols: 0
  – Final setup violation count: 0
  – Unrepaired setup endpoints after global routing: false
  – Slew margin rel.: 55.3%
  – Worst hold slack: 13.29 ns
  – Worst slew pin tran: 0.665 ns
  – TNS Setup: 0 ns
  – Tmin final: 23.27 ns
  – Final Slew Violations: 0
  – Period utilisation layout: 77.1%

Clocking
  – Cts hold-fix bufs: 0
  – Post-CTS sizing: 0
  – Setup Fix Bufs, Post-CTS: 0

Detailed routing
  – Vias: 8,751
  – ANT nets after route: 0
  – DR DRC count: 0
  – Final WL: 24,000 µm
  – DRT Pass-1 Iters: 5
  – Routed WL per cell: 16.1 µm
  – Initial DRC Count: 458
  – Vias per cell: 5.87

Power and ir drop
  – PwrDens: 78.1 nW/µm²
  – Total power: 732 µW
  – P_leak: 0.00407 µW
  – Maximum vdd drop: 0.0748 mV

Setup path
  – CP max stage cell: clkdlybuf4s50_1
  – Critical path buffer and inverter count: 3
  – CP Capture Type: output port
  – Most frequent CP cell: a21oi_1
  – Worst path max stage delay: 0.62 ns
  – Critical path's top delay family: AND-OR/OR-AND gates
  – Req. time, crit path: 24.16 ns
  – Critical Path AT: 17.23 ns
  – Crit Path Class: in -> out
  – Worst Path Max Fanout: 10
  – Startpoint Class: input pin

Die
  – Die X: 134 µm
  – Chip Footprint: 18,000 µm²
  – Die Y-Extent: 134 µm
  – Area of the core: 17,200 µm²
  – FP Core Util: 50.9%
  – Number of top-level pins: 64
  – FP Rows: 48

Min path
  – Hold WC Path Type: in -> out
==> per-layer routing <==
layer,GRT usage [%],routed length [µm],vias up
met5,0,0,-
met2,39.0,9410,186
met4,1.44,112,0
met1,46.0,13600,3951
li1,-,-,4608
met3,0.540,877,6
==> synth_stat cells, drive strengths merged, types with 4 or more instances <==
cell type    n  area [µm²]
nor3        23         125
o31a         6        52.6
a31o         5        43.8
a211oi      24         185
a21boi       4        30.0
a21o        66         495
xnor2       61         534
or3         13        88.8
a311oi       4        41.3
nand3b       5        37.5
nor2       178         668
nor2b       13        88.8
nand4       11        68.8
mux2        48         544
nand2       86         323
a41o         5        61.3
o21ai       67         335
o21a        15         113
clkbuf      53         219
fa           4        80.1
nor4         4        37.5
buf         12        57.6
ha         120        1500
a31oi       21         138
o21bai      18         135
o211ai      11        82.6
mux2i        7        70.1
xor2        91         797
and3        16         100
o31ai       13         103
inv         42         158
or2          5        31.3
nand3       32         160
nand2b      15         101
o2111ai      6        52.6
and2        24         150
nor3b       15         161
a21oi       87         439
==> final cells by class <==
type / count / area [µm²] / area share [%]
Multi-Input combinational cell: 1158 / 8310 / 88.7
Antenna cell: 1 / 2.50 / 0.0267
Timing Repair Buffer: 63 / 606 / 6.47
Tap cell: 225 / 282 / 3.01
Inverter: 44 / 165 / 1.76
==> final timing paths <==
path / startpoint / to / slack (ns) / depth (start not counted)
worst min-delay path: Q[0] / Cout[0] / 13.29 / 4
worst max-delay path: M[0] / Cout[31] / 6.93 / 45
==> power breakdown <==
part | total [µW] | internal (µW) | switching [µW]
Clock | 0.00000443 | 0.00000442 | 0
Combinational | 732 | 365 | 366
Sequential | 0 | 0 | 0
==> cell usage in the layout, fill, tap and decap left out, types with 14 or more instances in the layout <==
master,n
mux2_2,46
and3_1,16
xnor2_1,61
xor2_1,91
inv_1,42
a211oi_1,23
ha_1,119
nand2_1,86
nand2b_1,14
o21ai_1,30
a21o_1,66
o21ai_0,37
and2_1,24
nor3_1,21
o21bai_1,18
nor2_1,178
o21a_1,15
a31oi_1,20
a21oi_1,86
nand3_1,32
clkdlybuf4s50_1,53
==> stage by stage <==
stage | area, µm² | cells | worst slack (ns)
after floorplan | 8750 | 1267 | 9.87
after global placement | 9360 | 1490 | 6.97
after detailed placement | 9360 | 1490 | 7.00
after CTS | 9360 | 1490 | 6.95
after global routing | 9370 | 1491 | 6.15
final | 9370 | 1491 | 6.93
==> kinds of logic after synthesis <==
group                      after synthesis
xor gates and xnor gates               152
buffers and inverters                  109
adders and majority gates              124
and+or+nand+nor                        448
muxes                                   55
AOI/OAI and AO/OA                      379
Power figures rest on the tool's default switching activity, not on a simulated workload.
