==> ./design.v <==
`timescale 1ns / 1ps 
module HALF_ADDER(output sum, carry, input a, b); 
assign   sum = a ^ b  ; 
assign carry = (a & b); 
endmodule 
module FULL_ADDER(output sum, carry, input a, b, cin); 
assign   sum = a ^ b ^ cin ; 
assign carry = (a & b) | (b & cin) | (cin & a); 
endmodule 
module wallace_multiplier(output reg [15:0] product, input [7:0] multiplicand, multiplier, input clock, clear); 
integer i, j ; 
wire [63:0] s ,c ;                   
reg p [7:0][7:0];                   
always@(multiplier, multiplicand) 
begin 
		for (i = 0; i <= 7; i = i + 1) 
				for (j = 0; j <= 7; j = j + 1) 
							p[j][i] <= multiplicand[j] & multiplier[i];	 
end 
HALF_ADDER ha_11 ( .sum(s[0]), .carry(c[0]), .a(p[1][0]), .b( p[0][1])                 );  
FULL_ADDER fa_11 ( .sum(s[1]), .carry(c[1]), .a(p[2][0]), .b( p[1][1]), .cin( p[0][2]) ); 
FULL_ADDER fa_12 ( .sum(s[2]), .carry(c[2]), .a(p[3][0]), .b( p[2][1]), .cin( p[1][2]) ); 
FULL_ADDER fa_13 ( .sum(s[3]), .carry(c[3]), .a(p[4][0]), .b( p[3][1]), .cin( p[2][2]) ); 
FULL_ADDER fa_14 ( .sum(s[4]), .carry(c[4]), .a(p[5][0]), .b( p[4][1]), .cin( p[3][2]) ); 
FULL_ADDER fa_15 ( .sum(s[5]), .carry(c[5]), .a(p[6][0]), .b( p[5][1]), .cin( p[4][2]) ); 
FULL_ADDER fa_16 ( .sum(s[6]), .carry(c[6]), .a(p[7][0]), .b( p[6][1]), .cin( p[5][2]) );  
HALF_ADDER ha_12 ( .sum(s[7]), .carry(c[7]),              .a( p[7][1]), .b  ( p[6][2]) ); 
HALF_ADDER ha_21 ( .sum( s[8] ), .carry( c[8 ]), .a( p[1][3]), .b( p[0][4])                 );  
FULL_ADDER fa_21 ( .sum( s[9] ), .carry( c[9 ]), .a( p[2][3]), .b( p[1][4]), .cin( p[0][5]) ); 
FULL_ADDER fa_22 ( .sum( s[10]), .carry( c[10]), .a( p[3][3]), .b( p[2][4]), .cin( p[1][5]) ); 
FULL_ADDER fa_23 ( .sum( s[11]), .carry( c[11]), .a( p[4][3]), .b( p[3][4]), .cin( p[2][5]) ); 
FULL_ADDER fa_24 ( .sum( s[12]), .carry( c[12]), .a( p[5][3]), .b( p[4][4]), .cin( p[3][5]) ); 
FULL_ADDER fa_25 ( .sum( s[13]), .carry( c[13]), .a( p[6][3]), .b( p[5][4]), .cin( p[4][5]) ); 
FULL_ADDER fa_26 ( .sum( s[14]), .carry( c[14]), .a( p[7][3]), .b( p[6][4]), .cin( p[5][5]) );  
HALF_ADDER ha_22 ( .sum( s[15]), .carry( c[15]),               .a( p[7][4]), .b  ( p[6][5]) ); 
HALF_ADDER ha_31 ( .sum( s[16]), .carry( c[16]), .a( c[0])   , .b ( s[1])                     );  
FULL_ADDER fa_31 ( .sum( s[17]), .carry( c[17]), .a( c[1])   , .b ( s[2])   , .cin ( p[0][3]) ); 
FULL_ADDER fa_32 ( .sum( s[18]), .carry( c[18]), .a( c[2])   , .b ( s[3])   , .cin ( s[8] )   ); 
FULL_ADDER fa_33 ( .sum( s[19]), .carry( c[19]), .a( c[3])   , .b ( s[4])   , .cin ( s[9] )   ); 
FULL_ADDER fa_34 ( .sum( s[20]), .carry( c[20]), .a( c[4])   , .b ( s[5])   , .cin ( s[10])   ); 
FULL_ADDER fa_35 ( .sum( s[21]), .carry( c[21]), .a( c[5])   , .b ( s[6])   , .cin ( s[11])   ); 
FULL_ADDER fa_36 ( .sum( s[22]), .carry( c[22]), .a( c[6])   , .b ( s[7])   , .cin ( s[12])   );  
FULL_ADDER fa_37 ( .sum( s[23]), .carry( c[23]), .a( c[7])   , .b ( p[7][2]), .cin ( s[13])   ); 
HALF_ADDER ha_41 ( .sum( s[24]), .carry( c[24]), .a( c[9] )  , .b( p[0][6])                 );  
FULL_ADDER fa_41 ( .sum( s[25]), .carry( c[25]), .a( c[10])  , .b( p[1][6]), .cin( p[0][7]) ); 
FULL_ADDER fa_42 ( .sum( s[26]), .carry( c[26]), .a( c[11])  , .b( p[2][6]), .cin( p[1][7]) ); 
FULL_ADDER fa_43 ( .sum( s[27]), .carry( c[27]), .a( c[12])  , .b( p[3][6]), .cin( p[2][7]) ); 
FULL_ADDER fa_44 ( .sum( s[28]), .carry( c[28]), .a( c[13])  , .b( p[4][6]), .cin( p[3][7]) ); 
FULL_ADDER fa_45 ( .sum( s[29]), .carry( c[29]), .a( c[14])  , .b( p[5][6]), .cin( p[4][7]) ); 
FULL_ADDER fa_46 ( .sum( s[30]), .carry( c[30]), .a( c[15])  , .b( p[6][6]), .cin( p[5][7]) );  
HALF_ADDER fa_47 ( .sum( s[31]), .carry( c[31]),               .a( p[7][6]), .b  ( p[6][7]) ); 
HALF_ADDER ha_51 ( .sum( s[32]), .carry( c[32]), .a( s[17])  , .b( c[16])                   );  
HALF_ADDER fa_51 ( .sum( s[33]), .carry( c[33]), .a( s[18])  , .b( c[17])                   );  
FULL_ADDER fa_52 ( .sum( s[34]), .carry( c[34]), .a( s[19])  , .b( c[18]), .cin( c[8] )     );  
FULL_ADDER fa_53 ( .sum( s[35]), .carry( c[35]), .a( s[20])  , .b( c[19]), .cin( s[24])     );  
FULL_ADDER fa_54 ( .sum( s[36]), .carry( c[36]), .a( s[21])  , .b( c[20]), .cin( s[25])     );  
FULL_ADDER fa_55 ( .sum( s[37]), .carry( c[37]), .a( s[22])  , .b( c[21]), .cin( s[26])     );  
FULL_ADDER fa_56 ( .sum( s[38]), .carry( c[38]), .a( s[23])  , .b( c[22]), .cin( s[27])     );  
FULL_ADDER fa_57 ( .sum( s[39]), .carry( c[39]), .a( s[14])  , .b( c[23]), .cin( s[28])     );  
HALF_ADDER ha_52 ( .sum( s[40]), .carry( c[40]), .a( s[15])  ,             .b  ( s[29])     );  
HALF_ADDER ha_53 ( .sum( s[41]), .carry( c[41]), .a( p[7][5]),             .b  ( s[30])     );  
HALF_ADDER ha_61 ( .sum( s[42]), .carry( c[42]), .a( s[33])  , .b( c[32])                   ); 
HALF_ADDER ha_62 ( .sum( s[43]), .carry( c[43]), .a( s[34])  , .b( c[33])                   ); 
HALF_ADDER ha_63 ( .sum( s[44]), .carry( c[44]), .a( s[35])  , .b( c[34])                   ); 
FULL_ADDER fa_61 ( .sum( s[45]), .carry( c[45]), .a( s[36])  , .b( c[35]), .cin( c[24])     );  
FULL_ADDER fa_62 ( .sum( s[46]), .carry( c[46]), .a( s[37])  , .b( c[36]), .cin( c[25])     );  
FULL_ADDER fa_63 ( .sum( s[47]), .carry( c[47]), .a( s[38])  , .b( c[37]), .cin( c[26])     );  
FULL_ADDER fa_64 ( .sum( s[48]), .carry( c[48]), .a( s[39])  , .b( c[38]), .cin( c[27])     );  
FULL_ADDER fa_65 ( .sum( s[49]), .carry( c[49]), .a( s[40])  , .b( c[39]), .cin( c[28])     );  
FULL_ADDER fa_66 ( .sum( s[50]), .carry( c[50]), .a( s[41])  , .b( c[40]), .cin( c[29])     );  
FULL_ADDER fa_67 ( .sum( s[51]), .carry( c[51]), .a( s[31])  , .b( c[41]), .cin( c[30])     );  
HALF_ADDER ha_64 ( .sum( s[52]), .carry( c[52]), .a( p[7][7]),             .b  ( c[31])     ); 
HALF_ADDER ha_71 ( .sum( s[53]), .carry( c[53]), .a( s[43])  , .b( c[42])                  ); 
FULL_ADDER fa_71 ( .sum( s[54]), .carry( c[54]), .a( s[44])  , .b( c[43]), .cin ( c[53])   ); 
FULL_ADDER fa_72 ( .sum( s[55]), .carry( c[55]), .a( s[45])  , .b( c[44]), .cin ( c[54])   ); 
FULL_ADDER fa_73 ( .sum( s[56]), .carry( c[56]), .a( s[46])  , .b( c[45]), .cin ( c[55])   ); 
FULL_ADDER fa_74 ( .sum( s[57]), .carry( c[57]), .a( s[47])  , .b( c[46]), .cin ( c[56])   ); 
FULL_ADDER fa_75 ( .sum( s[58]), .carry( c[58]), .a( s[48])  , .b( c[47]), .cin ( c[57])   ); 
FULL_ADDER fa_76 ( .sum( s[59]), .carry( c[59]), .a( s[49])  , .b( c[48]), .cin ( c[58])   ); 
FULL_ADDER fa_77 ( .sum( s[60]), .carry( c[60]), .a( s[50])  , .b( c[49]), .cin ( c[59])   ); 
FULL_ADDER fa_78 ( .sum( s[61]), .carry( c[61]), .a( s[51])  , .b( c[50]), .cin ( c[60])   ); 
FULL_ADDER fa_79 ( .sum( s[62]), .carry( c[62]), .a( s[52])  , .b( c[51]), .cin ( c[61])   ); 
HALF_ADDER ha_72 ( .sum( s[63]), .carry( c[63]),               .a( c[52]), .b   ( c[62])   ); 
always@(posedge clock, negedge clear) 
if(!clear) product <= 16'b0; 
else product <= {s[63 : 53],s[42],s[32],s[16],s[0],p[0][0]}; 
endmodule 
==> ./run.sh <==
#!/bin/bash
# OpenROAD 26Q1-2900-gdf79404cd8, Yosys 0.63+post, stock flow scripts
make -C /OpenROAD-flow-scripts/flow DESIGN_CONFIG=/design/flow/config.mk WORK_HOME=/design/flow/orfs finish
==> ./constraint.sdc <==
current_design wallace_multiplier

set clk_period 1.0
set clk_io_pct 0.2

create_clock -name clk0 -period $clk_period [get_ports {clock}]

set non_clock_inputs [all_inputs -no_clocks]
set_input_delay [expr $clk_period * $clk_io_pct] -clock clk0 $non_clock_inputs
set_output_delay [expr $clk_period * $clk_io_pct] -clock clk0 [all_outputs]
==> ./config.mk <==
export PLATFORM = sky130hd
export DESIGN_NAME = wallace_multiplier
export DESIGN_NICKNAME = wallace_multiplier
export VERILOG_FILES = /design/flow/design.v
export SDC_FILE = /design/flow/constraint.sdc
export NUM_CORES = 4
export LEC_CHECK = 1
export CORE_UTILIZATION = 40
==> impl_metrics.yaml <==
# yosys + openroad results
run_status:
  run_status: "finished with violations"
  failed_checks: "negative setup slack"
yosys:
  yosys.stat.seqShare: 0.197
  synth_area_um2: 2030
  synth-area-yosys_um2: 2030
  synth.distinct_cells: 7
  yosys_warnings: 3
  ys_seq_elements: 16
  netlist_instances: 182
  postSynthAreaPerCell_um2: 11.2
  yosys_cells: 182
timing:
  hold_viol: 0
  final_critical_path_time_including_i_o_delays_and_setup_ps: 5520
  fmax_mhz: 181
  timing.setup.tns_ps: -36360
  slew_headroom: 0.871
  layout_setup_ws_ps: -4520
  rsz0062_at_grt: "true"
  worst_pin_slew_ps: 194
  setup_viol_count_final: 15
  finalMaxSlewViolations: 0
  period_utilization: 5.52
floorplanning:
  row_count: 25
  fp.dieH_um: 73.3
  core_util_floorplan: 0.422
  pin_count: 34
  design.die.area_um2: 5370
  core_area_um2: 4820
  die_w_um: 73.3
layout:
  finish.utilization: 0.593
  stdcell_area_um2: 2860
  largest_register_ffs: 16
  syn2layout_area_growth_pct: 40.7
  commonest_non_fill_non_tap_cell_in_the_layout: "fa_1"
  regMostFlops: "product"
  largestRegisters: "product (16)"
  final_cell_mix: "fa_1 (34), inv_1 (31), and2_1 (27), nand2_1 (22), buf_4 (21)"
  fillers: 415
  drive_gt1_frac: 0.412
route:
  dr.pass1.iters: 4
  drt-vias-per-instance: 4.56
  drcViolationCount: 0
  route.detailed.wl_per_inst_um: 12.0
  antenna_cells_inserted: 0
  routed_wirelength_um: 3790
  ant_nets: 0
  routed-via-count: 1447
  iteration_0_drc_count_of_the_detailed_router: 36
placed_design:
  routabilityCongestion: 0.867
  dpl.hpwl_um: 3300
  placed_area_um2: 2670
  pre_cts_setup_slack_ps: -5170
  buffer_ports.inserted: 33
power:
  p_per_area_nw_per_um2: 1340
  cell_internal_pwr_mw: 2.49
  clkPwrFrac: 0.142
  vdd_drop_max_uv: 1090
  switching_power_as_a_share_of_total_power: 0.347
  power.switching_mw: 1.33
  post-layout-total-power_mw: 3.82
  p_seq_frac: 0.259
  comb_power_share: 0.599
  leakage_dissipation_nw: 1.41
critical_path:
  critical_path_arrival_ps: 5650
  worst_setup_path_end_kind: "flip-flop"
  timing.critical_path.fanout_max: 2
  worst-setup-path-type: "in2reg"
  critPathRequiredTime_ps: 1130
  worstSetupStartpointType: "input pin"
global_routing:
  grt_start_max_net_pins: 17
  first_pass_grt_wire_length_um: 6770
  grt_pass1_vias: 1604
  grt-ovfl-total: 0
  grt_antenna_before_repair: 0
  gr-usage-all-layers: 0.174
clock_tree:
  clock-sinks: 16
  tritoncts.num_buffers: 3
  cts.reportedPaths.clkPinSlew_ps: 60
  tritoncts_clock_tree: "done"
  clock_tree.root_cell: "clkbuf_8"
  cts-htree-levels: 1
  clk_path_buf_depth: 2
job:
  stage_log_warnings: 28
  max_cap_viol_count: 0
hold_path:
  hold_path.class: "in2async"
-- power groups by stage --
| stage | clock (mW) | combinational (mW) | sequential (mW) |
|---|---|---|---|
| CTS | 0.562 | 2.50 | 0.992 |
| finish | 0.544 | 2.29 | 0.990 |
| global route | 0.614 | 2.73 | 1.01 |
-- cells by family (layout without fill, tap and decap cells) --
family / Yosys count / count (layout) / synth area share
adders and majority gates: 63 / 63 / 0.562
DFF: 16 / 16 / 0.197
xor gates and xnor gates: 1 / 1 / 0.00431
buffers and inverters: 38 / 106 / 0.0702
and+or+nand+nor: 64 / 64 / 0.166
-- worst max-delay path: stages --
cell and delay, ps:
buf_6 90, and2_4 150, fa_1 560, inv_2 50, fa_1 480, fa_1 510, inv_2 50, ha_4 230
ha_4 160, fa_2 350, inv_2 60, fa_2 180, inv_2 40, fa_2 330, fa_2 360, fa_2 340
fa_2 340, fa_2 340, fa_2 340, fa_2 340, xor2_1 140
-- cell usage after synthesis --
master | instances | area, um^2
nand2_1 | 25 | 93.8
ha_1 | 16 | 200
and2_1 | 39 | 244
fa_1 | 47 | 941
inv_1 | 38 | 143
xor2_1 | 1 | 8.76
dfrtp_1 | 16 | 400
-- final timing paths --
path                                 start          end  slack [ps]  depth (start not counted)
worst min-delay path                 clear   product[0]         270                          2
min in group clk0          multiplicand[0]   product[0]         370                          3
worst max-delay path       multiplicand[5]  product[15]       -4520                         21
max in group asynchronous            clear   product[9]         560                          2
-- stage by stage --
stage               cells  hold slack, ps
floorplan             182           -95.6
global placement      302             524
detailed placement    302             530
CTS                   308             273
global route          317             286
finish                317             271
-- layer usage --
metal,part of all wire,global-route usage
met1,0.42,0.278
met2,0.52,0.278
met3,0.057,0.0416
met4,0,0.00436
met5,0,0
-- area by class of cell --
class	instances	area, um^2	share of cell area
clock buffers	4	55.1	0.0193
inverters	38	143	0.0499
multi-input cells	128	1650	0.578
flip-flops and latches	16	400	0.140
well taps	67	83.8	0.0293
repair buffers	64	523	0.183
-- repair_timing --
action | in CTS | in global routing
endpoints found under the setup margin | 31 | 29
endpoints found under the hold margin | 0 | 0
setup buffers | 3 | 9
hold buffers | 0 | 0
pin swaps | 32 | 22
resized | 108 | 32
Power figures rest on the tool's default switching activity, not on a simulated workload.
