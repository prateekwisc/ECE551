File: design/flow/design.v
module queue(clk,reset,data_in,wr,rd,data_out,full,empty); 
 parameter WIDTH = 8;
  parameter LENGTH = 16;
   input clk;
   input reset;
   input wire [WIDTH-1:0] data_in;
   input wire wr;
   input wire rd;
   output [WIDTH-1:0] data_out;
   output wire full;
   output wire empty;
  generate
    case(LENGTH)
      0:q0_queue #(WIDTH,LENGTH)q1(clk,reset,data_in,wr,rd,data_out,full,empty);
      default:q1_queue #(WIDTH,LENGTH)q2(clk,reset,data_in,wr,rd,data_out,full,empty);
    endcase
  endgenerate
endmodule
module q0_queue(clk,reset,data_in,wr,rd,data_out,full,empty);
    parameter WIDTH = 8;
  parameter LENGTH = 16;
    input wire clk;
   input wire reset;
   input wire [WIDTH-1:0] data_in;
   input wire wr;
   input wire rd;
   output reg [WIDTH-1:0] data_out;
   output wire full;
   output wire empty;
  assign full = 1'b0;
   assign empty = 1'b0;
   assign data_in = data_out;
 endmodule
module q1_queue(clk,reset,data_in,wr,rd,data_out,full,empty); 
  parameter WIDTH = 8;
  parameter LENGTH = 16;
function integer log2;
 input integer num;
 begin
 log2 = 0;
 for(log2=0;num>0;log2 = log2 + 1) begin
 num = num>>1;
 end
 end
endfunction
  localparam ADDR_WIDTH = log2(LENGTH)-1;
   input wire clk;
   input wire reset;
   input wire [WIDTH-1:0] data_in;
   input wire wr;
   input wire rd;
   output reg [WIDTH-1:0] data_out;
   output wire full;
   output wire empty;
   reg [ADDR_WIDTH:0] full_indicator;   
  reg [ADDR_WIDTH-1:0] wr_ptr;  
  reg [ADDR_WIDTH-1:0] rd_ptr;  
  reg[WIDTH-1:0] mem[LENGTH-1:0];
  assign full = (full_indicator == LENGTH);
  assign empty = (full_indicator == 8'b0);
  always @(posedge clk)
    if (reset) 
      begin
        wr_ptr <= 8'b0;
        rd_ptr <= 8'b0;
        full_indicator <= 8'b0;
      end
    else
      begin
        case ({rd, wr})
          2'b00:  
            begin
              full_indicator <= full_indicator;
            end
          2'b01:  
            begin
              if  (full_indicator < LENGTH)
                begin
                  full_indicator <= full_indicator + 1;
                  mem[wr_ptr] <= data_in;
                  wr_ptr <= wr_ptr + 1;
                end
            end
          2'b10:  
            begin
              if (full_indicator > 0)
                begin
                  data_out <= mem[rd_ptr];
                  full_indicator <= full_indicator - 1;
                  rd_ptr <= rd_ptr + 1;
                end
            end
          2'b11:  
            begin
              wr_ptr <= wr_ptr + 1;
              rd_ptr <= rd_ptr + 1;
              data_out <= mem[rd_ptr];
              mem[wr_ptr] <= data_in;
              full_indicator <= full_indicator;
            end
        endcase
      if(wr_ptr >= LENGTH)
      wr_ptr <= 0;
      if(rd_ptr >= LENGTH)
        rd_ptr <= 0;
      end
endmodule
File: design/flow/run.sh
#!/bin/bash
# OpenROAD 26Q1-2900-gdf79404cd8, Yosys 0.63+post, stock flow scripts
make -C /OpenROAD-flow-scripts/flow DESIGN_CONFIG=/design/flow/config.mk WORK_HOME=/design/flow/orfs finish
File: design/flow/config.mk
export PLATFORM = sky130hd
export DESIGN_NAME = queue
export DESIGN_NICKNAME = queue
export VERILOG_FILES = /design/flow/design.v
export SDC_FILE = /design/flow/constraint.sdc
export NUM_CORES = 4
export LEC_CHECK = 1
export CORE_UTILIZATION = 40
File: design/flow/constraint.sdc
current_design queue

set clk_period 3.4
set clk_io_pct 0.2

create_clock -name clk0 -period $clk_period [get_ports {clk}]

set non_clock_inputs [all_inputs -no_clocks]
set_input_delay [expr $clk_period * $clk_io_pct] -clock clk0 $non_clock_inputs
set_output_delay [expr $clk_period * $clk_io_pct] -clock clk0 [all_outputs]
==> results.sh <==
# flow metrics
export IMPL_drc_errors=0
export IMPL_fp_utilization=0.409
export IMPL_period_used=0.773
export IMPL_grt_overflow_total=0
export IMPL_cts_tree="done"
export IMPL_worst_ep_arrival_time_ns=1.95
export IMPL_power_mw=4.44
export IMPL_tool_warnings=28
export IMPL_place_area_sq_mm=0.00650
export IMPL_ff_latch_area_sq_mm=0.00443
export IMPL_hold_slack_ns=0.526
export IMPL_crit_chain="or4_4, nor2_1, clkdlybuf4s50_1"
export IMPL_drive_gt1_frac=0.227
export IMPL_holdBufCountCts=0
export IMPL_synthSimpleGateAreaFrac=0.0545
export IMPL_maxCapViolations=0
export IMPL_finalHoldViolations=0
export IMPL_clk_path_buf_depth=2
export IMPL_end_kind="output pin"
export IMPL_cp_num_buf_inv=1
export IMPL_fmax_mhz=380
export IMPL_die_w_um=124
export IMPL_setup_slack_ns=0.771
export IMPL_dp_cells=531
export IMPL_synth_logic_top_family="multiplexers"
export IMPL_dp_slack_ns=0.434
export IMPL_pin_count=22
export IMPL_crit_type="register to output pin"
export IMPL_ant_nets=0
export IMPL_xor_share=0.0103
export IMPL_clk_pin_slew_ns=0.06
export IMPL_cpPeakStageDelay_ns=0.58
export IMPL_setup_viol=0
export IMPL_rows=44
export IMPL_p_leak_nw=2.31
export IMPL_pwr_share_seq=0.479
export IMPL_diodes=0
export IMPL_internal_power_mw=3.55
export IMPL_ys_types=38
export IMPL_switching_share=0.201
export IMPL_die_height_um=124
export IMPL_common_cells="136 x edfxtp_1, 32 x mux4_2, 27 x nor2_1"
export IMPL_cpMaxStageDelayCell="or4_4"
export IMPL_num_vias=2975
export IMPL_pwr_share_comb=0.082
export IMPL_edf_count=136
export IMPL_irDropWorstVdd_uv=313
export IMPL_hp_class="register to register"
export IMPL_combGateArea_sq_mm=0.00144
export IMPL_final_cell_count_no_fill=563
export IMPL_syn_cell_area_sq_mm=0.00595
export IMPL_htreeDepth=4
export IMPL_wire_per_inst_um=19.5
export IMPL_numCtsBuffers=17
export IMPL_netlist_instances=320
export IMPL_synth_top_cell_by_count="edfxtp_1"
export IMPL_gp_congestion=0.803
export IMPL_ys_dominant_reg_cell="edfxtp_1"
export IMPL_outcome="completed"
export IMPL_drt_total_wl_mm=11.0
export IMPL_rsz0062_at_grt="false"
export IMPL_insertion_delay_ns=0.42
export IMPL_port_buffers=21
export IMPL_final_max_slew_viol_count=0
export IMPL_worstPathMaxFanout=5
export IMPL_critPathTopFamily="simple AND/OR/NAND/NOR gates"
export IMPL_utilization=0.490
export IMPL_p_clk_frac=0.439
export IMPL_numClockSinks=153
export IMPL_ys_ff=153
export IMPL_grt_pass1_wl_mm=17.4
export IMPL_netSwitchingPower_uw=894
export IMPL_fin_crit_ns=2.63
export IMPL_hpwlAfterDp_mm=6.93
export IMPL_core_sq_mm=0.0145
export IMPL_worst_pin_slew_ns=0.695
export IMPL_setup_tns_ns=0
export IMPL_die_area_sq_mm=0.0154
export IMPL_area_growth_pct=19.7
export IMPL_avgSynthCellArea_sq_um=18.6
export IMPL_routed_via_density=5.28
export IMPL_adder_share=0.0126
export IMPL_clock_skew_final_ns=0.00862
export IMPL_yosysTopAreaCellShare=0.687
export IMPL_synthTopCellsByArea="edfxtp_1 69%, mux4_2 12%, dfxtp_1 5.7%, a22oi_1 2.0%, nor2_1 1.7%"
export IMPL_grt_pass1_vias=3179
export IMPL_cts_root_buffer="clkbuf_16"
export IMPL_post_cts_resized=0
export IMPL_compound_area_frac=0.0368
export IMPL_antenna_found_initial=0
export IMPL_yosysCellCount=320
export IMPL_fin_area_sq_mm=0.00712
export IMPL_p_per_area_mw_per_mm2=624
export IMPL_ys_seq_share=0.744
export IMPL_slew_headroom=0.533
export IMPL_synthMuxAreaShare=0.128
export IMPL_fill_cells=1193
export IMPL_dr_pass1_iters=4
export IMPL_grt_total_usage=0.173
export IMPL_drt_iter0_drc=260
export IMPL_yosys_area_sq_mm=0.00595
export IMPL_yosysTopAreaCell="edfxtp_1"
export IMPL_startpoint_type="register"
export IMPL_grt_max_degree=33
export IMPL_yosys_warnings=1
export IMPL_post_cts_buffers=0
export IMPL_required_ns=2.72
export IMPL_synthArstFlopShare=0
-- layer usage --
| layer | vias up | GRT usage | share of wire |
|---|---|---|---|
| met5 | - | 0 | 0 |
| met4 | 0 | 0.0342 | 0.028 |
| met3 | 23 | 0.0874 | 0.10 |
| met2 | 109 | 0.256 | 0.46 |
| met1 | 1474 | 0.251 | 0.41 |
| li1 | 1369 | - | - |
-- power by group through the flow --
| stage | clock, mW | sequential (mW) | combinational, mW |
|---|---|---|---|
| after CTS | 1.98 | 2.13 | 0.374 |
| after global routing | 2.06 | 2.14 | 0.406 |
| final | 1.95 | 2.13 | 0.365 |
-- area by class of cell --
cell class,count,share of cell area
Timing Repair Buffer,43,0.0545
Tap cell,184,0.0323
Inverter,5,0.00264
Clock inverter,8,0.0204
Sequential cell,153,0.622
Multi-Input combinational cell,146,0.202
Clock buffer,24,0.0662
-- state kept, by name, indices dropped and copies added (netlist names), named ones only --
| register | cells |
|---|---|
| genblk1.q2.data_out | 8 |
| genblk1.q2.mem | 128 |
| genblk1.q2.rd_ptr | 4 |
| genblk1.q2.wr_ptr | 4 |
| genblk1.q2.full_indicator | 5 |
-- kinds of logic (layout without fill, tap and decap cells) --
| group | count (synthesis) | in the layout |
|---|---|---|
| buf+inv | 21 | 80 |
| compound gates | 30 | 30 |
| xor+xnor | 7 | 7 |
| fa+ha+maj | 6 | 6 |
| mux | 36 | 36 |
| simple gates | 67 | 67 |
| flops | 153 | 153 |
-- worst register-to-register path: stages, from the launching register on --
cell	delay, ns
dfxtp_2	0.71
buf_12	0.29
mux4_2	0.53
a22oi_1	0.31
nand2_1	0.08
-- cells in the final DEF (no fill, tap or decap), types with 5 or more instances in the layout --
cell             Yosys  routed
nand2_1             15      15
clkbuf_1            11       5
mux4_2              32      32
buf_4                0      21
clkdlybuf4s50_1      0      21
inv_1                5       5
ha_1                 6       6
dfxtp_1             17      16
edfxtp_1           136     136
a22oi_1             16      16
clkbuf_16            0      17
nor2_1              27      27
-- final timing paths --
kind                                                   start                endpoint  slack [ns]  depth (start not counted)
worst max-delay path            genblk1.q2.full_indicator[0]                    full        0.77                          3
worst min-delay path                    genblk1.q2.rd_ptr[3]    genblk1.q2.rd_ptr[3]        0.53                          2
worst max register to register                      register  genblk1.q2.data_out[5]        1.23                          4
worst min register to register          genblk1.q2.rd_ptr[3]    genblk1.q2.rd_ptr[3]        0.53                          2
Power and IR drop assume default switching activity.
