**flow/run.sh**
```bash
#!/bin/bash
# OpenROAD 26Q1-2900-gdf79404cd8, Yosys 0.63+post, stock flow scripts
make -C /OpenROAD-flow-scripts/flow DESIGN_CONFIG=/design/flow/config.mk WORK_HOME=/design/flow/orfs finish
```
**flow/config.mk**
```make
export PLATFORM = sky130hd
export DESIGN_NAME = booth_mult
export DESIGN_NICKNAME = booth_mult
export VERILOG_FILES = /design/flow/design.v
export SDC_FILE = /design/flow/constraint.sdc
export NUM_CORES = 4
export LEC_CHECK = 1
export CORE_UTILIZATION = 50
```
**flow/constraint.sdc**
```tcl
current_design booth_mult

set clk_period 16.6
set clk_io_pct 0.2

create_clock -name clk0 -period $clk_period

set non_clock_inputs [all_inputs -no_clocks]
set_input_delay [expr $clk_period * $clk_io_pct] -clock clk0 $non_clock_inputs
set_output_delay [expr $clk_period * $clk_io_pct] -clock clk0 [all_outputs]
```
**flow/design.v**
```verilog
module booth_mult (p, x, y);
parameter width= 16;
parameter N = 8;
input[width-1:0]x, y;
output[width+width-1:0]p;
reg [2:0] cc[N-1:0];
reg [width:0] pp[N-1:0];
reg [width+width-1:0] spp[N-1:0];
reg [width+width-1:0] prod;
wire [width:0] inv_x;
integer i,j;
assign inv_x = {~x[width-1],~x}+1;
always @ (x or y or inv_x)
begin
cc[0] = {y[1],y[0],1'b0};  
for(j=1;j<N;j=j+1)
cc[j] = {y[2*j+1],y[2*j],y[2*j-1]};
for(j=0;j<N;j=j+1)
begin
case(cc[j])
3'b001 , 3'b010 : pp[j] = {x[width-1],x};
3'b011 : pp[j] = {x,1'b0};
3'b100 : pp[j] = {inv_x[width-1:0],1'b0};
3'b101 , 3'b110 : pp[j] = inv_x;
default : pp[j] = 0;
endcase
spp[j] = $signed(pp[j]);
for(i=0;i<j;i=i+1)
spp[j] = {spp[j],2'b00};  
end  
prod = spp[0];
for(j=1;j<N;j=j+1)
prod = prod + spp[j];
end
assign p = prod;
endmodule
```
==> results_dict.tcl <==
# metrics dict for downstream scripts
set metrics [dict create \
    status "finished, final reports clean" \
    first_global_vias 9718 \
    pre_cts_ws_ns 2.012 \
    yosys.stat.seqShare 0 \
    place_area_um2 10660 \
    drtPass1Iterations 6 \
    grt_most_used_layer "met2" \
    pwr_density_cell_nw_per_um2 266.6 \
    wl_per_cell_um 22.50 \
    hold_viol 0 \
    synthToLayoutAreaGrowth_pct 8.039 \
    critPathMaxFanout 12 \
    dieArea_um2 20300 \
    fp_util 0.5086 \
    ios 64 \
    fp.dieH_um 142.5 \
    max_slew_margin 0.4015 \
    cp-start-kind "primary input" \
    syn_avg_cell_area_um2 7.176 \
    nFillCells 1914 \
    grt_max_degree 79 \
    top_cell_area_share 0.2293 \
    fmax_ghz 0.06821 \
    dp_hpwl_um 27800 \
    worst-slew-pin-transition_ns 0.8913 \
    ff_count 0 \
    ys_warn_count 4 \
    logic_area_um2 8773 \
    tns_ns 0 \
    setup_slack_ns 1.940 \
    grt_use_met3 0.09013 \
    synthesis.area_um2 9867 \
    netlist_instances 1375 \
    grt_first_pass_wirelength_um 57100 \
    yosys.area.top_type "fa_1" \
    critPathKind "primary input to primary output" \
    grt-ovfl-total 0 \
    seq_area_um2 0 \
    grt_util_met2 0.5676 \
    fin_crit_ns 14.66 \
    cp.required_ns 13.28 \
    via_per_inst 6.508 \
    yosys-top-cells-count "inv_1 (141), a21oi_1 (114), fa_1 (113)" \
    post_cts_buffers 0 \
    min_from "x[1]" \
    hold_depth 5 \
    coreArea_um2 19400 \
    portBuffers 64 \
    synth_cell_types 72 \
    track_usage 0.3842 \
    cts_hold_buffers 0 \
    hold_slack_ns 7.800 \
    drc 0 \
    final_antenna_net_count 0 \
    critPathCaptureType "primary output" \
    synth.most_common_cell "inv_1" \
    final_util 0.5495 \
    diodes 0 \
    setup_viol 0 \
    via_count 10520 \
    cts_resized 0 \
    gp_congestion 0.9966 \
    post-route-cell-area_um2 10660 \
    rows 51 \
    hold_path_class "primary input to primary output" \
    warnings 32 \
    peakVddDrop_v 0.0003514 \
    antenna_found_initial 0 \
    finalClockPeriodUsage 0.8831 \
    drtIter0Drc 1284 \
    final.clkbuf_count 0 \
    yosys_area_um2 9867 \
    min_to "p[1]" \
    ys_cells 1375 \
    met1_usage 0.5607 \
    drive_above_1_share 0.06139 \
    top_cells_by_area "fa_1 (23%), ha_1 (6.1%), a21oi_1 (5.8%)" \
    postRouteWirelength_um 36390 \
    drv_cap 0 \
    arrival_ns 11.34 \
    die_w_um 142.5 \
    final_max_slew_viol_count 0 \
    grt_setup_unrepaired "no" \
    leakagePower_nw 4.665 \
]
## cell usage in the layout (no fill, tap or decap), types with 5 or more instances in the layout
cell,count
a221oi_1,57
o22ai_1,30
ha_1,48
nor2_1,108
xnor2_1,46
a211o_1,15
and2_1,10
a311oi_1,6
nand3_1,17
clkdlybuf4s50_1,60
mux2i_1,47
fa_1,113
a22oi_1,31
inv_1,141
o21ai_0,110
a31oi_1,13
a211oi_1,18
mux2_2,7
a21oi_1,114
a21o_1,22
o211ai_1,10
xor2_1,24
o221ai_1,7
and3_1,5
nand2_1,105
a221o_1,13
nand4_1,6
nor3_1,12
o21a_1,9
buf_4,52
nor2b_1,12
o21ai_1,11
nand2b_1,7
## kinds of logic (layout without fill, tap and decap cells)
kind of cell / Yosys count / in the layout / synth area share
compound gates: 498 / 498 / 0.3329
simple gates: 304 / 304 / 0.1411
buf+inv: 284 / 261 / 0.1108
fa+ha+maj: 161 / 161 / 0.2901
xor+xnor: 73 / 73 / 0.06708
mux: 55 / 55 / 0.05795
## worst max path at each step
stage                 start  endpoint  slack, ns  cells past startpoint
final                  x[0]     p[26]       1.94                     22
after CTS              x[0]     p[26]       1.98                     22
after global routing   x[0]     p[26]       1.34                     22
## report_power, final
part | total (W) | internal (W) | switching [W] | leakage (nW)
clock | 0 | 0 | 0 | 0
sequential | 0 | 0 | 0 | 0
combinational | 0.00284 | 0.00148 | 0.00136 | 4.66
total | 0.00284 | 0.00148 | 0.00136 | 4.66
## critical path, stage by stage
cell	delay [ns]
clkdlybuf4s50_1	0.56
inv_1	0.40
ha_1	0.38
or4b_4	0.57
nor3_4	0.39
a21o_1	0.38
o21ai_1	0.14
a221oi_1	0.46
fa_1	0.59
inv_1	0.30
fa_1	0.48
fa_1	0.54
inv_1	0.05
fa_1	0.52
inv_1	0.04
ha_1	0.35
a21oi_1	0.31
nand2_1	0.09
o31ai_1	0.61
o21ai_0	0.21
xor2_1	0.17
clkdlybuf4s50_1	0.47
## stage by stage
| stage | std cells | total power, W |
|---|---|---|
| final | 1617 | 0.002842 |
| after global routing | 1617 | 0.003227 |
| after global placement | 1617 | 0.002848 |
| after CTS | 1617 | 0.002843 |
| after detailed placement | 1617 | 0.002828 |
| after floorplan | 1375 | 0.001702 |
## area by class of cell
class	count	share of cell area
multi-input combinational	1091	0.8230
timing repair buffer	116	0.09484
inverter	145	0.05106
tap	265	0.03110
## routing by layer
| layer | vias up | part of all wire |
|---|---|---|
| li1 | 4841 | - |
| met4 | 0 | 0.044 |
| met2 | 661 | 0.44 |
| met3 | 99 | 0.11 |
| met1 | 4923 | 0.41 |
| met5 | - | 0 |
Power is estimated from default activity; no workload was simulated.
